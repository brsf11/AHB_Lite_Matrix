[flow/design.v]
module AHBlite_Block_RAM #(
    parameter                       ADDR_WIDTH = 14)(
    input  wire                     HCLK,    
    input  wire                     HRESETn, 
    input  wire                     HSEL,    
    input  wire   [31:0]            HADDR,   
    input  wire   [1:0]             HTRANS,  
    input  wire   [2:0]             HSIZE,   
    input  wire   [3:0]             HPROT,   
    input  wire                     HWRITE,  
    input  wire   [31:0]            HWDATA,   
    input wire                      HREADY, 
    output wire                     HREADYOUT, 
    output wire   [31:0]            HRDATA,  
    output wire   [1:0]             HRESP,
    output wire   [ADDR_WIDTH-1:0]  BRAM_RDADDR,
    output wire   [ADDR_WIDTH-1:0]  BRAM_WRADDR,
    input  wire   [31:0]            BRAM_RDATA,
    output wire   [31:0]            BRAM_WDATA,
    output wire   [3:0]             BRAM_WRITE
);
assign HRESP = 2'b0;
assign HRDATA = BRAM_RDATA;
wire trans_en;
assign trans_en = HSEL & HTRANS[1];
wire write_en;
assign write_en = trans_en & HWRITE;
wire read_en;
assign read_en = trans_en & (~HWRITE);
reg [3:0] size_dec;
always@(*) begin
  case({HADDR[1:0],HSIZE[1:0]})
    4'h0 : size_dec = 4'h1;
    4'h1 : size_dec = 4'h3;
    4'h2 : size_dec = 4'hf;
    4'h4 : size_dec = 4'h2;
    4'h8 : size_dec = 4'h4;
    4'h9 : size_dec = 4'hc;
    4'hc : size_dec = 4'h8;
    default : size_dec = 4'h0;
  endcase
end
reg [3:0] size_reg;
always@(posedge HCLK or negedge HRESETn) begin
  if(~HRESETn) size_reg <= 0;
  else if(write_en & HREADY) size_reg <= size_dec;
end
reg [ADDR_WIDTH-1:0] addr_reg;
always@(posedge HCLK or negedge HRESETn) begin
  if(~HRESETn) addr_reg <= 0;
  else if(trans_en & HREADY) addr_reg <= HADDR[(ADDR_WIDTH+1):2];
end
reg wr_en_reg;
always@(posedge HCLK or negedge HRESETn) begin
  if(~HRESETn) wr_en_reg <= 1'b0;
  else if(HREADY) wr_en_reg <= write_en;
  else wr_en_reg <= 1'b0;
end
assign BRAM_RDADDR = HADDR[(ADDR_WIDTH+1):2];
assign BRAM_WRADDR  = addr_reg;
assign HREADYOUT = 1'b1;
assign BRAM_WRITE = wr_en_reg ? size_reg : 4'h0;
assign BRAM_WDATA = HWDATA; 
endmodule
[flow/run.sh]
#!/bin/bash
# OpenROAD 26Q1-2900-gdf79404cd8, Yosys 0.63+post, stock flow scripts
make -C /OpenROAD-flow-scripts/flow DESIGN_CONFIG=/design/flow/config.mk WORK_HOME=/design/flow/orfs finish
[flow/config.mk]
export PLATFORM = sky130hd
export DESIGN_NAME = AHBlite_Block_RAM
export DESIGN_NICKNAME = AHBlite_Block_RAM
export VERILOG_FILES = /design/flow/design.v
export SDC_FILE = /design/flow/constraint.sdc
export NUM_CORES = 4
export LEC_CHECK = 1
export CORE_AREA = 10 10 89 89
export DIE_AREA = 0 0 99 99
[flow/constraint.sdc]
current_design AHBlite_Block_RAM

set clk_period 1.2
set clk_io_pct 0.2

create_clock -name clk0 -period $clk_period [get_ports {HCLK}]

set non_clock_inputs [all_inputs -no_clocks]
set_input_delay [expr $clk_period * $clk_io_pct] -clock clk0 $non_clock_inputs
set_output_delay [expr $clk_period * $clk_io_pct] -clock clk0 [all_outputs]
==> CHANGELOG.md <==
### Physical design

* RR Endpoint: addr_reg[4]$_DFFE_PN0P_
* Hold Path Class: in2async
* Setup ws final at -47.6 ps
* Hold-fix buffers, CTS at 0
* Die Size at 9800 µm²
* Setup violations, final at 2
* WP data required at 960 ps
* Post-Route Setup TNS at -93.1 ps
* Clk slew on worst S/H paths at 70 ps
* Peak fanout along the critical path at 3
* CP arrival at 1010 ps
* Number of top-level pins at around 210
* Post-Route WL at 2.94 mm
* YS warnings at 1
* Latency at later pin at 250 ps
* LEAKAGE at 0.916 nW
* Mapped Area at 1490 µm²
* Initial antenna violation count at 0
* DR vias at 854
* Grt ovf at 0
* Share of layout cells above drive strength 1 at 0.393
* Initial drt markers at 12
* Final period util at 1.04
* CTS Sinks at 19
* P&R area growth vs syn at 19.0%
* F_max at 0.802 GHz
* Dominant logic cell type in the layout: buf_4
* Standard-cell row count at 28
* Max reg flops at 14
* RR Startpoint: addr_reg[4]$_DFFE_PN0P_
* Global-route wire length before repair at 4.62 mm
* CTS Buffer Depth at 2
* Antenna-violating nets left at 0
* Reg2Reg Setup Slack at 340 ps
* Clk root buf: clkbuf_8
* DRC viols at 0
* Final number of max-transition violations at 0
* All-Layer GR Usage at 0.0565
* H-tree Lvls at 1
* TritonCTS buffer count at 3
* DP HPWL at ~2.3 mm
* Status: finished, violations left
* RSZ-0062 raised after global routing: yes
* Minimum clock period at 1250 ps
* Sequential area share after synthesis at 0.320
* WS Path Type: reg2out
* Initial core utilization at 0.248
* Fillcell total at between 600 and 700
* YS chip area at 1490 µm²
* Vias in the first global route at 882
* Die height at between 90 and 100 µm
* Die Wd at 99 µm
* Post-Synthesis Cells at about 140
* Avg Vias per Cell at 3.80
* Placeable Area at 5990 µm²
* Syn avg cell area at 10.4 µm²
* Non-Filler Instances at 225
* Unique cell types at 22
* Seq cells post-synth at 19
* Worst vdd ir at 401 µV
* R2R cell count at 2
* Largest net degree at the start of global routing at 20
* TritonCTS clock tree: done
* DR WL/cell at 13.1 µm
* Port-buffer cells at ~55
* Placed Cells at about 210
* OpenROAD warnings at about 49
* Worst Skew at 0 ps
* RD Place Congestion at roughly 0.66
* Pre-Repair DR Iteration Count at 4
* # Cells Yosys at 143
* Crit path capture type: output pin
* Number of max-cap violations at 0
* N_diodes at 0
* Count of final hold-check violations at 0
* Power Density at 994 nW/µm²
* Top cells excl fill/tap: buf_4, dlygate4sd2_1, dfrtp_1
* Crit path launch type: register
* Failing checks: negative setup slack
## power breakdown
group	switching [W]	internal, W
sequential	0.0000540	0.000749
clock	0.000205	0.000230
combinational	0.000131	0.000389
total	0.000391	0.00137
## critical path: stages, from the launching register on
cell	delay (ps)
dfrtp_1	400
buf_6	120
and2_4	140
buf_2	100
## what timing repair did
action	CTS	global route
buffers inserted	7	3
setup endpoints to repair	47	14
gates resized	45	15
pin swaps	2	1
## cells in the mapped netlist
cell type | count | area (µm²)
a2111oi_0 | 1 | 8.76
mux2i_1 | 2 | 20.0
nor2_1 | 2 | 7.51
inv_1 | 2 | 7.51
xor2_1 | 1 | 8.76
conb_1 | 2 | 7.51
a21oi_1 | 2 | 10.0
mux2_2 | 4 | 45.0
and2_1 | 4 | 25.0
buf_4 | 81 | 608
nor3b_1 | 1 | 7.51
nor4bb_1 | 1 | 10.0
a21o_1 | 1 | 7.51
clkbuf_2 | 1 | 5.00
buf_6 | 1 | 11.3
nand2_1 | 2 | 7.51
nand4_4 | 1 | 21.3
dfrtp_1 | 19 | 475
nand3_2 | 1 | 10.0
o31ai_1 | 3 | 22.5
and3b_1 | 1 | 8.76
mux2_4 | 10 | 150
## layout make-up
class / instances / area, µm² / area share
Sequential cell: 19 / 475 / 0.269
Timing Repair Buffer: 85 / 746 / 0.422
Clock buffer: 3 / 41.3 / 0.0234
Clock inverter: 1 / 5.00 / 0.00283
Inverter: 2 / 7.51 / 0.00425
Tap cell: 75 / 93.8 / 0.0531
Multi-Input combinational cell: 40 / 399 / 0.226
## cell families (layout without fill, tap and decap cells)
logic type,Yosys count,in the layout,synth area share
buf+inv,85,91,0.425
flops,19,19,0.320
mux,16,16,0.145
simple gates,13,13,0.0657
compound gates,7,7,0.0329
other cells,2,3,0.00506
xor+xnor,1,1,0.00590
## how the worst max path moves through the flow
stage | from | to | slack, ps
4_1_cts | wr_en_reg$_DFF_PN0_ | BRAM_WRITE[0] | -60
6_report | wr_en_reg$_DFF_PN0_ | BRAM_WRITE[0] | -50
5_1_grt | wr_en_reg$_DFF_PN0_ | BRAM_WRITE[1] | -90
## stage by stage
step	setup WS, ps	total power [W]	cell area (µm²)	hold WS [ps]	util
after global placement	-303	0.00136	1670	467	0.279
after global routing	-91.6	0.00189	1770	340	0.295
after floorplan	259	0.00111	1490	-55.6	-
after CTS	-62.7	0.00180	1720	325	0.288
after detailed placement	-304	0.00136	1670	466	0.279
final	-47.6	0.00176	1770	324	0.295
## layer usage
| layer | vias up | part of all wire | GRT usage | wire length (µm) |
|---|---|---|---|---|
| met5 | - | 0 | 0 | 0 |
| met4 | 0 | 0.037 | 0.0298 | 110 |
| met3 | 24 | 0.16 | 0.0402 | 467 |
| met2 | 54 | 0.41 | 0.0721 | 1190 |
| met1 | 382 | 0.40 | 0.0683 | 1170 |
| li1 | 394 | - | - | - |
Power and IR drop assume default switching activity.
