### design.v
module CM_ARB_MP
    #(
    parameter REQ_NUM                  = 2,
    parameter PRI_WIDTH                = 1,
    parameter PRI_NUM                  = 1 << PRI_WIDTH
    )
     (
     input                                       clk,
     input                                       rst_n,
     input                         [REQ_NUM-1:0] req,
     input               [PRI_WIDTH*REQ_NUM-1:0] pri,
     input                                       ready,
     output                        [REQ_NUM-1:0] gnt,
     output reg                    [REQ_NUM-1:0] last_gnt
     );
reg                                [REQ_NUM-1:0] req_tmp;
reg                              [PRI_WIDTH-1:0] pri_max;
wire                               [REQ_NUM-1:0] req_filter[PRI_NUM-1:0];
wire                               [REQ_NUM-1:0] gnt_pr  [PRI_NUM-1:0];
wire                               [REQ_NUM-1:0] last_gnt_pr  [PRI_NUM-1:0];
CM_ARB_REQ_PRI
   #(
   .REQ_NUM                            (REQ_NUM                                ),
   .PRI_WIDTH                          (PRI_WIDTH                              )
    )
U_CM_ARB_REQ_PRI_0(
   .req                                (req                                    ),
   .pri                                (pri                                    ),
   .req_tmp                            (req_tmp                                ),
   .pri_max                            (pri_max                                )
   );
genvar ix;
generate
for(ix = 0;ix < PRI_NUM;ix = ix+1)
begin : CBB_ARB_PR_LOOP
assign req_filter[ix]   = (pri_max == ix[PRI_WIDTH-1:0]) ? req_tmp : {REQ_NUM{1'b0}};
CM_ARB_PR
#(
   .REQ_NUM                            (REQ_NUM                                ),
   .PRI_WIDTH                          (PRI_WIDTH                              )
)
U_CM_ARB_PR_0(
   .clk                                (clk                                    ),
   .rst_n                              (rst_n                                  ),
   .req                                (req_filter[ix]                         ),
   .pri                                ({PRI_WIDTH*REQ_NUM{1'b0}}              ),
   .mode                               (1'b0                                   ),
   .ready                              (ready                                  ),
   .gnt                                (gnt_pr[ix]                             ),
   .last_gnt                           (last_gnt_pr[ix]                        )
);
end
endgenerate
assign gnt              = gnt_pr[pri_max];
always@(posedge clk or negedge rst_n)
begin:LAST_GRANT_PROC
  if (rst_n == 1'b0)
    last_gnt           <= {REQ_NUM{1'b0}};
  else if((req!={REQ_NUM {1'b0}}) && (ready == 1'b1) )
    last_gnt           <= gnt_pr[pri_max];
end
endmodule
module CM_ARB_PR
   #(
   parameter REQ_NUM                    = 2,
   parameter PRI_WIDTH                  = 1
   )
   (
   input                                         clk,
   input                                         rst_n,
   input                           [REQ_NUM-1:0] req,
   input                 [PRI_WIDTH*REQ_NUM-1:0] pri,
   input                                         ready,
   input                                         mode,
   output                          [REQ_NUM-1:0] gnt,
   output reg                      [REQ_NUM-1:0] last_gnt
   );
wire                     [PRI_WIDTH*REQ_NUM-1:0] pri_mode;
wire                               [REQ_NUM-1:0] nxt_req_point;
wire                               [REQ_NUM-1:0] unmask_req_pre;
wire                               [REQ_NUM-1:0] mask_req_pre;
wire                               [REQ_NUM-1:0] mask_req;
wire                               [REQ_NUM-1:0] unmask_gnt;
wire                               [REQ_NUM-1:0] mask_gnt;
reg                                [REQ_NUM-1:0] gnt_c;
reg                                [REQ_NUM-1:0] req_tmp;
reg                                [REQ_NUM-1:0] req_point;
assign pri_mode         = mode ? {PRI_WIDTH{1'b0}} : pri ;
CM_ARB_REQ_PRI
     #(
     .REQ_NUM                            (REQ_NUM                                ),
     .PRI_WIDTH                          (PRI_WIDTH                              )
     )
U_CM_ARB_REQ_PRI_0(
     .req                                (req                                    ),
     .pri                                (pri_mode                               ),
     .req_tmp                            (req_tmp                                ),
     .pri_max                            (                                       )
     );
always@(posedge clk or negedge rst_n)
begin : REQ_POINT_PROC
  if(rst_n == 1'b0)
    req_point           <= {REQ_NUM{1'b0}};
  else if ((req != {REQ_NUM{1'b0}}) && (ready == 1'b1) )
    req_point           <= nxt_req_point;
end
assign nxt_req_point         = (mask_req == {REQ_NUM{1'b0}}) ? unmask_req_pre : mask_req_pre;
assign unmask_req_pre[0]      = 1'b0;
assign mask_req_pre  [0]      = 1'b0;
genvar ix;
generate
for(ix = 1;ix < REQ_NUM;ix = ix+1)
begin : REQ_PE_LOOP
  assign unmask_req_pre[ix]   = |req_tmp    [ix-1:0];
  assign mask_req_pre  [ix]   = |mask_req   [ix-1:0];
end
endgenerate
assign mask_req         = req_point  & req_tmp;
assign unmask_gnt       = req_tmp    & (~unmask_req_pre);
assign mask_gnt         = mask_req   & (~mask_req_pre);
always@*
begin : GNT_C_PROC
  if(rst_n == 1'b0)
    gnt_c               <= {REQ_NUM{1'b0}};
  else if(mask_req == {REQ_NUM{1'b0}})
    gnt_c               <= unmask_gnt;
  else
    gnt_c               <= mask_gnt;
end
always@(posedge clk or negedge rst_n)
begin : LAST_GRANT_PROC
  if(rst_n == 1'b0)
    last_gnt            <= {REQ_NUM{1'b0}};
  else if ((last_gnt != gnt) &&(ready == 1'b1))
    last_gnt            <= gnt;
end
assign  gnt             = (ready == 1'b0)? {REQ_NUM{1'b0}} : gnt_c ;
endmodule
module CM_ARB_REQ_PRI
   #(
   parameter REQ_NUM                 = 2,
   parameter PRI_WIDTH               = 1,
   parameter PRI_NUM                 = 1 << PRI_WIDTH
   )
   (
   input                           [REQ_NUM-1:0] req,
   input                 [PRI_WIDTH*REQ_NUM-1:0] pri,
   output                          [REQ_NUM-1:0] req_tmp,
   output reg                    [PRI_WIDTH-1:0] pri_max
   );
reg                                              find_one;
reg                      [PRI_WIDTH*REQ_NUM-1:0] pri_tmp;
reg                                [REQ_NUM-1:0] req_pri[PRI_WIDTH:0];
always@*
begin : REQ_PRI_PROC
  integer ix,iy;
  req_pri[PRI_WIDTH]    = req;
  pri_tmp               = pri;
  pri_max               = {PRI_WIDTH{1'b0}};
  for(ix = PRI_WIDTH-1;ix >= 0;ix = ix-1)
  begin
    find_one = 1'b0;
    for(iy = REQ_NUM-1;iy >= 0;iy = iy-1)
    begin
      find_one          = (pri_tmp[iy*PRI_WIDTH+ix] & req_pri[ix+1][iy]) | find_one;
	    if (find_one == 1'b1)
      begin
        req_pri[ix][iy] = (pri_tmp[iy*PRI_WIDTH+ix] & req_pri[ix+1][iy]);
	      pri_max[ix]     = 1'b1;
      end
	    else
	    begin
	      req_pri[ix]     = req_pri[ix+1];  
      end
	  end
  end
end
assign req_tmp          = req_pri[0];
endmodule
### run.sh
#!/bin/bash
# OpenROAD 26Q1-2900-gdf79404cd8, Yosys 0.63+post, stock flow scripts
make -C /OpenROAD-flow-scripts/flow DESIGN_CONFIG=/design/flow/config.mk WORK_HOME=/design/flow/orfs finish
### config.mk
export PLATFORM = sky130hd
export DESIGN_NAME = CM_ARB_MP
export DESIGN_NICKNAME = CM_ARB_MP
export VERILOG_FILES = /design/flow/design.v
export SDC_FILE = /design/flow/constraint.sdc
export NUM_CORES = 4
export LEC_CHECK = 1
export CORE_AREA = 10 10 70 70
export DIE_AREA = 0 0 80 80
### constraint.sdc
current_design CM_ARB_MP

set clk_period 1.5
set clk_io_pct 0.2

create_clock -name clk0 -period $clk_period [get_ports {clk}]

set non_clock_inputs [all_inputs -no_clocks]
set_input_delay [expr $clk_period * $clk_io_pct] -clock clk0 $non_clock_inputs
set_output_delay [expr $clk_period * $clk_io_pct] -clock clk0 [all_outputs]
==> results.txt <==
impl run done, here's what came out: dpl ws -731.7 ps, syn_area_per_cell 9.336 sq um, Final setup viols 1, final hold slack 134.8 ps, unrepaired setup endpoints after global routing yes, htree depth 1, measured slew at the worst slew-check pin 241.7 ps, Worst Path Class, Setup reg2out, leak pwr 0.2026 nW, register area 100.1 sq um, peak supply drop 0.3513 mV, routed len/inst 8.385 um, Critical Path Fanout Max 2, post-route setup slack -24.97 ps, yosys synthesis chip area 242.7 sq um, sequential share of the synthesized area 41.24%, Post-CTS Hold Buffers 0, Final Hold Viols 0, Clock transition at path regs 40 ps, chip area 6400 sq um, Slew Viols, Final 0, CP required 1200 ps, post-layout util 13.85%, stage-log warning count 27, violated checks setup timing, row count 21, Reg2Reg Depth 3, yosys stat cell total 26, outcome finished, violations left, initial antenna violation count 0, yosys warns 4, CTS tree done, Slowest cell on crit path dfrtp_1, Core ar. 3416 sq um, Remaining Overflow, GRT 0, Max-Cap Viols 0, worst relative slew slack 83.71%, gp weighted congestion 0.6295, HP Class in2async, Layout area overhead 94.85%, Synth flops 4, global-route wire length before repair 1345 um, Total Wirelength 763 um, pwr/cell area 779.6 nW/um^2, share of cells above drive strength 1 37.78%, setup TNS -24.97 ps, Antenna Nets Post-Route 0, total iterations of the first detailed-routing run 3, vias in the first global route 289, CTS sink cnt 4, Final Critical Period 1525 ps, GRT Total Usage 2.622%, period utilization 101.7%, Startpoint Class register, slowest stage delay, CP 360 ps, drc violations 0, fillcell total 403, switching power 0.00009378 W, critical path, cell by cell or3_4, a31oi_4, buf_2, switching part of the total 25.44%, clock buffer count from CTS 3, Late-Pin Clk Latency 230 ps, Mapped Area 242.7 sq um, CP arrival 1220 ps, clk root buf clkbuf_4, Comb power frac 28.2%, Via Count 273, Max Root-Sink Buffers 2, Gate Area 161.4 sq um, skew final 1.889 ps, number of inserted diodes 0, largest net degree at the start of global routing 8, Sequential Power Share 37.1%, Int Pwr 0.0002749 W, Die Span Y 80 um, PortBufs 10, Worst Setup End Kind output pin, Via density 3.000, clock network power share 34.7%, Syn Inst Count 26, Initial Util 7.106%, Yosys cell types 13, IO Pins 11, Die Width 80 um, dpl hpwl 632 um, Peak Freq 0.6558 GHz, 1st-iter DRT viols 3
cells by family after synthesis:
| logic type | count (synthesis) | synth area share [%] |
|---|---|---|
| flops | 4 | 41.24 |
| mux | 1 | 4.124 |
| compound gates | 10 | 29.89 |
| simple gates | 11 | 24.74 |
registers in the layout (all words and copies together), names as in the netlist:
| signal | flops |
|---|---|
| CBB_ARB_PR_LOOP.U_CM_ARB_PR_0.req_point | 2 |
| last_gnt | 2 |
power by group through the flow:
| stage | Clock [W] | Sequential [W] | Combinational (W) |
|---|---|---|---|
| final | 0.000128 | 0.000137 | 0.000104 |
| after global routing | 0.000148 | 0.000141 | 0.000117 |
| after CTS | 0.000138 | 0.000136 | 0.000101 |
cells in the final DEF (no fill, tap or decap), types with 2 or more instances in the layout:
cell             netlist  routed
a21o_1                 2       2
buf_2                  0       2
buf_4                  0       6
clkbuf_4               0       3
clkdlybuf4s50_1        0       2
dfrtp_1                4       4
dlygate4sd2_1          0       4
nand2_1                4       4
nand3_1                3       3
o21ai_0                5       4
synth_stat cells (all sizes together):
master / n / area share (%)
or2b: 1 / 3.1
or3: 1 / 2.6
a31oi: 1 / 5.2
o21ai: 5 / 10
nand3: 3 / 6.2
nand2: 4 / 6.2
and2: 1 / 3.1
mux2i: 1 / 4.1
nand4b: 1 / 3.6
a21oi: 1 / 2.1
a221oi: 1 / 6.2
a21o: 2 / 6.2
dfrtp: 4 / 41
worst max-delay path, delay by kind of cell (launching register included):
kind | cells | cell delay (ps)
AOI/OAI and AO/OA | 1 | 180
buffers and inverters | 1 | 120
and+or+nand+nor | 1 | 340
DFF | 1 | 360
through the flow:
stage                     total power (W)  std cells  area [sq um]
after floorplan                 0.0001707         26         242.7
after global routing            0.0004063         91         473.0
after detailed placement        0.0002410         88         445.4
final                           0.0003687         91         473.0
after global placement          0.0002419         88         445.4
after CTS                       0.0003754         91         459.2
routing by layer:
metal | global-route usage, % | routed length (um)
met2 | 3.371 | 307
met1 | 3.275 | 366
met5 | 0 | 0
met3 | 1.818 | 72
met4 | 1.056 | 16
area by class of cell:
class	count	area share [%]
Clock buffer	3	4.762
Multi-Input combinational cell	22	34.13
Sequential cell	4	21.16
Tap cell	46	12.17
Timing Repair Buffer	16	27.78
worst paths after layout:
path / slack (ps) / to / startpoint
worst max register to register: 460 / last_gnt[0] / CBB_ARB_PR_LOOP[0].U_CM_ARB_PR_0.req_point[1]
max in group asynchronous: 1270 / last_gnt[0] / rst_n
min in group clk0: 470 / last_gnt[0] / last_gnt[0]
worst max-delay path: -20 / gnt[0] / CBB_ARB_PR_LOOP[0].U_CM_ARB_PR_0.req_point[1]
worst min-delay path: 130 / CBB_ARB_PR_LOOP[1].U_CM_ARB_PR_0.req_point[1] / rst_n
worst min register to register: 470 / last_gnt[0] / last_gnt[0]
what timing repair did:
item,4_1_cts,5_1_grt
gates resized,18,2
setup endpoints to repair,2,2
pin swaps,3,2
setup buffers,0,0
cloned,0,0
Power figures rest on the tool's default switching activity, not on a simulated workload.
